<file path="flow/run.sh">
#!/bin/bash
# OpenROAD 26Q1-2900-gdf79404cd8, Yosys 0.63+post, stock flow scripts
make -C /OpenROAD-flow-scripts/flow DESIGN_CONFIG=/design/flow/config.mk WORK_HOME=/design/flow/orfs finish
</file>
<file path="flow/config.mk">
export PLATFORM = sky130hd
export DESIGN_NAME = alu
export DESIGN_NICKNAME = alu
export VERILOG_FILES = /design/flow/design.v
export SDC_FILE = /design/flow/constraint.sdc
export NUM_CORES = 4
export LEC_CHECK = 1
export CORE_UTILIZATION = 50
</file>
<file path="flow/constraint.sdc">
current_design alu

set clk_period 11.8
set clk_io_pct 0.2

create_clock -name clk0 -period $clk_period

set non_clock_inputs [all_inputs -no_clocks]
set_input_delay [expr $clk_period * $clk_io_pct] -clock clk0 $non_clock_inputs
set_output_delay [expr $clk_period * $clk_io_pct] -clock clk0 [all_outputs]
</file>
<file path="flow/design.v">
module alu (
    input [15:0] operand1,
    input [15:0] operand2,
    input carry_in,
    input [3:0] opcode,
    output reg [15:0] result,
    output reg zero,
    output reg carry_out
);
    always @(*) begin
        case (opcode)
            4'b0011: {carry_out, result} <= operand1 + operand2 + carry_in;
            4'b0100: {carry_out, result} <= operand1 - (operand2 + carry_in);
            4'b0101, 4'b1101: {carry_out, result} <= {1'b0, operand1 & operand2};
            4'b0110, 4'b1110: {carry_out, result} <= {1'b0, operand1 | operand2};
            4'b0111, 4'b1111: {carry_out, result} <= {1'b0, operand1 ^ operand2};
            4'b1000: {carry_out, result} <= {1'b0, operand1 << operand2};
            4'b1001: {carry_out, result} <= {1'b0, operand1 >> operand2};
            4'b1010: {carry_out, result} <= {1'b0, $signed(operand1) >>> operand2};
            4'b1011: {carry_out, result} <= {1'b0, operand1 + operand2};  
            4'b1100: {carry_out, result} <= {1'b0, operand1 - operand2};  
            default: {carry_out, result} <= 17'b0;
        endcase
        zero <= ({carry_out, result} == 17'b0) ? 1'b1 : 1'b0;
    end
endmodule
</file>
==> GITHUB_STEP_SUMMARY <==
## PnR job results

| Metric | Value |
|---|---|
| Status | finished clean |
| FP Util | 0.522 |
| First-pass GRT wire length | a little over 40,000 um |
| Fin crit share | 0.903 |
| Share of cells above drive strength 1 | 0.0843 |
| Tot GR Track Use | 0.413 |
| Syn. warnings | 1 |
| Peak supply drop | 0.0363 mV |
| Post-CTS sizing | 0 |
| Worst Setup Start Kind | primary input |
| Final Hold Fails | 0 |
| HP Class | in2out |
| Cts hold-fix bufs | 0 |
| Postcts setup bufs | 0 |
| Log Warnings | 66 |
| P&R area growth vs syn | 9.62% |
| Leakage | 2.80 nW |
| Mean Syn Cell Area | roughly 7.2 um2 |
| Flop area | 0 um2 |
| RSZ-0062 raised after global routing | false |
| Routed wire length | around 26,000 um |
| Initial DRT Pass Iterations | 5 |
| Worst EP arrival | a little over 8000 ps |
| Synth Seq Share | 0 |
| Count of flip-flops and latches | 0 |
| # setup viols final | 0 |
| Logic area | 5870 um2 |
| Dpl hpwl | between 20,000 and 25,000 um |
| Worst Path Required | 9440 ps |
| Place WS | approximately 1300 ps |
| Remaining antenna violation count after routing | 0 |
| DIE WIDTH | 115 um |
| # port buffers | 55 |
| Fin area | 6980 um2 |
| Setup TNS | 0 ps |
| Die Span Y | 115 um |
| Post-synthesis cell count | 882 |
| Max Clk Rate | around 94 MHz |
| Final Critical Period | 10,660 ps |
| CP max FO | 15 |
| Slew headroom | 0.226 |
| Mapped Area | 6370 um2 |
| Core area | 12,200 um2 |
| Final max-slew violation count | 0 |
| Endpoint class of the critical path | output port |
| Crit path kind | in2out |
| Top Layout Cells | ha_1 (78), nor2_1 (67), nand2_1 (66) |
| Vias post-DR | 7,363 |
| Number of global-route vias before repair | 6,721 |
| Fill count | 1,127 |
| Remaining DRCs | 0 |
| Std cell rows | approximately 40 |
| Power Density | 51.7 nW/um2 |
| Worst Slack Setup Final | about 1100 ps |
| Slew @ Worst Pin | 1150 ps |
| Ports | 55 |
| Max Cap Viol | 0 |
| Wire per inst | 24.5 um |
| Grt ovf | 0 |
| # diodes | 0 |
| Ys cells | 882 |
| Chip area | 13,200 um2 |
| Unique cell types | 80 |
| Initial drt markers | 718 |
| Initial antenna violation count | 0 |
| Clock buf count | 0 |
| Total placed instance area | 6980 um2 |
| GPL Wtd Cong | 1.06 |
| Hold_ws | 5920 ps |
| Largest net degree at the start of global routing | 47 |
| Dominant logic cell type in the layout | ha_1 |
| Vias per cell | 6.96 |
| Chip Area, Yosys | around 6400 um2 |
final cells by class:
cell class | count | area share
multi-input combinational | 756 | 0.841
tap | 168 | 0.0301
inverter | 60 | 0.0322
timing repair buffer | 74 | 0.0971
synth_stat cells, drive strengths merged, types with 11 or more instances:
master  instances  share of area
mux4           23          0.081
buf            21          0.018
nand3          28          0.022
a31oi          18          0.018
mux2           14          0.025
o21a           11          0.013
a211oi         11          0.013
nor3           24          0.021
inv            59          0.035
a21oi          48          0.038
xnor2          32          0.044
clkbuf         45          0.027
nor2           67          0.039
o21ai          49          0.038
ha             78           0.15
nand2          66          0.039
o22ai          21          0.021
nand2b         11          0.011
mux2i          47          0.074
nor2b          12          0.012
xor2           11          0.015
final timing paths:
kind                    end         from  slack, ps  cells past startpoint
hold / removal    result[2]  operand2[2]       5920                      5
setup / recovery       zero    opcode[0]       1140                     15
logic make-up after synthesis:
family | share of synthesized area
AND-OR/OR-AND | 0.281
multiplexers | 0.180
XOR/XNOR | 0.0591
adder cells (fa/ha/maj) | 0.169
buffers and inverters | 0.0795
AND/OR/NAND/NOR | 0.232
layer usage:
| metal | vias up | global-route usage | part of all wire |
|---|---|---|---|
| met5 | - | 0 | 0 |
| met1 | 3485 | 0.568 | 0.41 |
| met2 | 430 | 0.659 | 0.45 |
| li1 | 3366 | - | - |
| met4 | 0 | 0.164 | 0.049 |
| met3 | 82 | 0.0622 | 0.091 |
stage by stage:
stage,power [mW],instances,util
final,0.361,1058,0.572
after global routing,0.392,1058,0.572
after CTS,0.354,1058,0.572
after detailed placement,0.351,1058,0.572
after global placement,0.346,1058,0.572
after floorplan,0.240,882,-
report_power, final:
group          internal, mW  switching, mW
registers                 0              0
clock network             0              0
logic                 0.153          0.208
total                 0.153          0.208
critical path, stage by stage:
cell             delay, ps
clkdlybuf4s50_1        690
nor2_1                 450
and3_1                 550
nor2_1                 110
xnor2_1                150
ha_1                   370
xor2_1                 170
a2111oi_0              730
o31ai_1                170
nor4_1                 600
nand4_1                170
or4_1                  530
or4b_1                 520
nor4_2                 220
clkdlybuf4s50_1        490
Power figures rest on the tool's default switching activity, not on a simulated workload.
