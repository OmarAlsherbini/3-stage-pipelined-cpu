File: flow/config.mk
export PLATFORM = sky130hd
export DESIGN_NAME = reg_file
export DESIGN_NICKNAME = reg_file
export VERILOG_FILES = /design/flow/design.v
export SDC_FILE = /design/flow/constraint.sdc
export NUM_CORES = 4
export LEC_CHECK = 1
export CORE_UTILIZATION = 40
File: flow/constraint.sdc
current_design reg_file

set clk_period 5.1
set clk_io_pct 0.2

create_clock -name clk0 -period $clk_period [get_ports {clk}]

set non_clock_inputs [all_inputs -no_clocks]
set_input_delay [expr $clk_period * $clk_io_pct] -clock clk0 $non_clock_inputs
set_output_delay [expr $clk_period * $clk_io_pct] -clock clk0 [all_outputs]
File: flow/design.v
module reg_file (
    input clk,
    input rst,  
    input reg [3:0] read_reg1,
    input reg [3:0] read_reg2,
    input [3:0] write_reg,
    input [15:0] write_data,
    input write_enable,
    output reg [15:0] read_data1,
    output reg [15:0] read_data2
);
    reg [15:0] registers[15:0];
    integer i;
    always @(*) begin
        if (rst) begin
            for (i = 0; i < 16; i = i + 1) begin
                registers[i] = 16'b0;
            end
        end else begin
            if (write_enable) begin
                registers[write_reg] = write_data;
            end
        end
    end    
    always @(posedge clk) begin
        read_data1 = registers[read_reg1];
        read_data2 = registers[read_reg2];
    end
endmodule
File: flow/run.sh
#!/bin/bash
# OpenROAD 26Q1-2900-gdf79404cd8, Yosys 0.63+post, stock flow scripts
make -C /OpenROAD-flow-scripts/flow DESIGN_CONFIG=/design/flow/config.mk WORK_HOME=/design/flow/orfs finish
==> run notes <==
impl run done, here's what came out: final wirelength 36,000 um, cycle use final 66.9%, Most common reg cell dlxtn_1, Crit path arrival time 3640 ps, vias in the first global route 8,418, YS chip area 9640 um2, OpenROAD warning count 25, Worst VDD drop 0.000101 V, Layout Utilization 45.8%, Tot Pwr 1400 uW, worst slew pin tran 1100 ps, GRT overflow 0, CP bufs+invs 2, Yosys reg bits 288, HPWL after detailed placement 23,000 um, cells after synthesis 1,025, total of max-cap violations 0, top post-synthesis cells by count 256 x dlxtn_1, 56 x a22oi_1, 54 x and3b_1, antenna violations before repair 0, Top cell area share 39.9%, remaining antenna violation count 0, post-cts hold-fix buffer tally 0, CTS Buf Count 5, die width 157 um, CTS H-tree depth 2, CP startpoint kind primary input, Setup crit end kind register, register area 4480 um2, CP max FO 18, largest net degree at the start of global routing 60, GPL Wtd Cong 1.00, Worst Setup Path Type primary input to register, syn avg cell area 9.40 um2, delay-heaviest family, CP buffers and inverters, die area 24,700 um2, Rows 56, share of flip-flops with an asynchronous set or reset 0%, Top area cell types dlxtn_1 40%, dfxtp_1 6.6%, and3b_1 4.9%, Post-CTS Setup Inserts 0, overall global routing resource usage 31.0%, Worst-path clk slew 60 ps, static leakage power 0.00453 uW, Die Y 157 um, CORE AREA 23,500 um2, Power Density 129 nW/um2, number of unconstrained endpoints 256, wire per inst 26.1 um, crit path DRT 5330 ps, status finished clean, Syn. warnings 2, CTS root buffer clkbuf_16, Hold WC Path Type primary input to register, final tally of setup violations 0, TritonCTS clock tree yes, global-route wire length before repair 53,200 um, ys cells 1,025, antenna cells 0, slowest stage delay, CP 1000 ps, count leader, synth dlxtn_1, CP cell instances clkdlybuf4s50_1 -> nor2b_1 -> buf_4 -> a22oi_1 -> o22a_1 -> a31oi_1, leading area contributor after synthesis dlxtn_1, Clock Path Buffers 2, Setup crit end read_data1[0], Pre-antenna DRT Iters 5, DRT iter0 DRCs 650, PortBufs 62, layout cell share with drive strength beyond 1 10.7%, count of unclocked register or latch pins 256, RSZ-0062 raised after global routing no, highest clock rate 293 MHz, minimum clock period 3410 ps, CP max stage cell clkdlybuf4s50_1, max-slew violation count 0, MI comb area 4660 um2, Rel. slew slack 26.1%, distinct cell type count after synthesis 60, Final Hold Vio Count 0, post_cts resized 0, vias per inst 6.28, worst hold margin 1290 ps, Residual DRC 0, Placed Cells 1,373, FP Util 40.9%, count of library flops with an enable pin 0, IO Pins 63, total negative slack 0 ps, Filler Cell Count 2,290, Critical path origin read_reg1[2], Final Non-Filler Cells 1,381, Stages on worst setup path 6, routed via count 8,671, area grow syn2layout 11.9%, Post-Syn Area 9640 um2
how the worst min path moves through the flow:
| stage | to | slack [ps] | start | cells after the start |
|---|---|---|---|---|
| after CTS | read_data2[2] | 1270 | read_reg2[0] | 3 |
| final | read_data2[2] | 1290 | read_reg2[0] | 3 |
| after global routing | read_data2[0] | 1340 | read_reg2[0] | 3 |
worst min-delay path, delay by kind of cell:
family	cells	cell delay, ps
buf+inv	1	230
compound gates	2	300
cell usage in the layout (no fill, tap or decap), types with 7 or more instances in the layout:
cell	synthesis	layout
nand3_1	40	40
a32oi_1	9	9
nand2b_1	9	9
and3_1	7	7
clkdlybuf4s50_1	0	56
a21oi_1	52	52
o21ai_0	43	43
and3b_1	54	54
o32a_1	14	14
o21a_1	12	12
a31oi_1	37	35
a221oi_1	29	29
buf_4	9	59
o22a_1	13	13
nor2_1	37	37
or3b_2	11	11
mux2i_1	33	33
nor2b_1	40	40
mux2_2	9	9
nand2_1	12	12
dfxtp_1	32	32
dlxtn_1	256	256
and2_1	7	7
a22oi_1	56	56
mux4_2	12	12
o22ai_1	19	19
nand3b_1	30	30
registers in the layout (all words and copies together), names as in the netlist:
| register | cells |
|---|---|
| read_data1 | 16 |
| registers | 256 |
| read_data2 | 16 |
layout make-up:
cell class / count / area share, %
multi-input combinational: 638 / 43.2
inverter: 8 / 0.278
timing repair buffer: 120 / 9.54
tap: 319 / 3.70
clock buffer: 7 / 1.42
sequential: 288 / 41.6
clock inverter: 1 / 0.278
layer usage:
layer | vias to the layer above | part of all wire [%] | GRT usage [%]
met1 | 4060 | 40 | 44.0
met4 | 0 | 3.9 | 10.5
met3 | 100 | 12 | 10.2
met5 | - | 0 | 0
met2 | 582 | 44 | 45.7
li1 | 3929 | - | -
logic make-up after synthesis:
family	count (synthesis)	synth area share, %
AND-OR/OR-AND	310	22.4
latches	256	39.9
flip-flops	32	6.65
buffers and inverters	99	5.22
multiplexers	55	7.44
AND/OR/NAND/NOR	273	18.4
power breakdown:
group / total, uW / internal [uW] / switching [uW]
registers: 469 / 430 / 38.5
clock network: 407 / 258 / 149
logic: 520 / 206 / 314
per-stage QoR:
| step | worst slack [ps] | cell area [um2] |
|---|---|---|
| 2_1_floorplan | 2820 | 9640 |
| 5_1_grt | 1640 | 10800 |
| 3_5_place_dp | 1470 | 10600 |
| 6_report | 1690 | 10800 |
| 4_1_cts | 1790 | 10800 |
| 3_3_place_gp | 1520 | 10600 |
Power is estimated from default activity; no workload was simulated.
